`flow/design.v`:
```
module Registers(
  input [1:0] numRx,
  input [1:0] numRy,
  input [1:0] numRz,
  input [3:0] Rz,
  input RegWrite,
  output reg [3:0] Rx,
  output reg [3:0] Ry);
  reg [3:0] Data[3:0];
  always @(numRx, numRy, numRz, Rz, RegWrite) begin
    Rx = Data[numRx];
    Ry = Data[numRy];
    if (RegWrite == 1) begin
      Data[numRz] = Rz;
    end
  end
endmodule
```
`flow/run.sh`:
```
#!/bin/bash
# OpenROAD 26Q1-2900-gdf79404cd8, Yosys 0.63+post, stock flow scripts
make -C /OpenROAD-flow-scripts/flow DESIGN_CONFIG=/design/flow/config.mk WORK_HOME=/design/flow/orfs finish
```
`flow/config.mk`:
```
export PLATFORM = sky130hd
export DESIGN_NAME = Registers
export DESIGN_NICKNAME = Registers
export VERILOG_FILES = /design/flow/design.v
export SDC_FILE = /design/flow/constraint.sdc
export NUM_CORES = 4
export LEC_CHECK = 1
export CORE_AREA = 10 10 78 78
export DIE_AREA = 0 0 88 88
```
`flow/constraint.sdc`:
```
current_design Registers

set clk_period 1.5
set clk_io_pct 0.2

create_clock -name clk0 -period $clk_period

set non_clock_inputs [all_inputs -no_clocks]
set_input_delay [expr $clk_period * $clk_io_pct] -clock clk0 $non_clock_inputs
set_output_delay [expr $clk_period * $clk_io_pct] -clock clk0 [all_outputs]
```
==> flow_summary_export.csv <==
group,metric,value,unit
route,drc_errors,0,
global_route,busiest_layer,"met2",
placement,placed_area,734,sq um
power,leakagePower,0.283,nW
sta,grt_setup_unrepaired,"true",
sta,slew_headroom,0.879,
placement,gp_congestion,0.645,
sta,drv_slew,0,
floorplan,placementRows,24,
sta,finalSetupTns,0,ns
global_route,met1_usage,0.0264,
placement,io_buffers,19,
final_layout,finish.instance_area,698,sq um
yosys,synth_cells,28,
setup_path,cp.required,1.20,ns
yosys,ys_cells,28,
yosys,syn_area,479,sq um
global_route,grt_use_total,0.0288,
power,powerDensity,219,mW/mm^2
global_route,first_global_vias,343,
setup_path,crit_path_start_kind,"primary input",
global_route,grt_pass1_wl,1790,um
floorplan,dieArea,0.00774,sq mm
final_layout,area_delta_synth_final,45.7,%
yosys,top_area_cell,"dlxtn_1",
global_route,grt_overflow,0,
power,irDropWorstVdd,0.0775,mV
route,ant_nets,0,
route,wirelength,1160,um
setup_path,worstPathMaxFanout,4,
setup_path,critPathKind,"primary input to output pin",
yosys,ys.flop_type,"dlxtn_1",
route,drt_iter0_drc,3,
run,openroad.warnings,33,
route,drtPass1Iterations,4,
placement,post-place-ws,-0.745,ns
yosys,top_cell,"dlxtn_1",
route,routedWlPerCell,11.7,um
yosys,common_cells,"dlxtn_1 (16), mux4_1 (8), nand3b_1 (2), nand3_1 (1), or3b_2 (1)",
sta,max_freq,0.678,GHz
clock_network,post_cts_buffers,0,
global_route,use_met3,0.00655,
sta,untimed_endpoints,16,
yosys,top_cells_by_area,"dlxtn_1 (50%), mux4_1 (44%), nand3b_1 (3.1%), or3b_2 (1.8%), nand3_1 (1.0%)",
min_path,hold_class,"primary input to output pin",
sta,worstMarginPinSlew,0.181,ns
global_route,grt_max_degree,5,
global_route,use_met2,0.0635,
yosys,ys_warn_count,2,
floorplan,io_pins,19,
floorplan,die_w,88,um
yosys,numSynthFlops,16,
global_route,antenna_found_initial,0,
run,maxCapViolations,0,
sta,final-setup-viol-count,0,
outcome,outcome,"finished clean",
yosys,edf_count,0,
yosys,synth_top_area_share,0.501,
yosys,async_flop_share,0,
sta,period_minus_slack,1.48,ns
floorplan,fp_util,0.109,
setup_path,cp_data_arrival_time,1.18,ns
floorplan,fp.coreArea,0.00441,sq mm
sta,fin_crit_sh,0.984,
yosys,synth_cell_types,5,
floorplan,die_h,88,um
route,num_antenna_cells,0,
route,avgViaCountPerCell,3.18,
final_layout,largest_reg_flops,16,
final_layout,drive_gt1_frac,0.213,
final_layout,fin_util,0.158,
setup_path,critPathCaptureType,"output pin",
sta,hold_ws,1.11,ns
yosys,yosys_area,479,sq um
yosys,synth.avg_cell_area,17.1,sq um
sta,setup_ws,0.0243,ns
sta,hold_viol,0,
sta,unclocked_regs,16,
route,vias,315,
-- power by group --
group | switching, mW | leakage, nW | total [mW] | internal (mW)
combinational | 0.0319 | 0.153 | 0.109 | 0.0767
clock | 0 | 0 | 0 | 0
sequential | 0.00910 | 0.130 | 0.0440 | 0.0349
-- kinds of logic (layout without fill, tap and decap cells) --
kind of cell           after synthesis  in the layout  synth area share
buffers and inverters                0             19                 0
latches                             16             16             0.501
multiplexers                         8              8             0.439
AND/OR/NAND/NOR                      4              4            0.0600
-- final cells by class --
cell class	instances	area [sq um]
sequential	16	240
fill	470	3720
tap	52	65.1
multi-input combinational	12	216
timing repair buffer	19	176
-- layout by cell type (no fill, tap or decap), drive strengths merged --
cell type | Yosys | layout
clkdlybuf4s50 | 0 | 7
nand3b | 2 | 2
dlygate4sd2 | 0 | 6
or3b | 1 | 1
buf | 0 | 2
clkdlybuf4s15 | 0 | 3
dlxtn | 16 | 16
mux4 | 8 | 8
nand3 | 1 | 1
clkbuf | 0 | 1
-- what timing repair did --
action	4_1_cts	5_1_grt
setup endpoints to repair	8	8
hold buffers	0	0
gates resized	30	2
-- final timing paths --
path                 to  slack, ns  startpoint  depth (start not counted)
setup / recovery  Ry[3]       0.02    numRy[0]                          3
hold / removal    Rx[1]       1.11    numRx[0]                          3
-- routing by layer --
layer	up-vias	routed length, um
met5	-	0
met4	0	0
met3	0	58
met2	7	740
met1	155	359
li1	153	-
-- worst max-delay path, cell delays in order --
cell and delay (ns):
buf_4 0.12, mux4_1 0.54, clkdlybuf4s15_1 0.21
-- per-stage QoR --
stage / instances / power, mW
2_1_floorplan: 28 / 0.0736
3_5_place_dp: 99 / 0.167
5_1_grt: 99 / 0.162
3_3_place_gp: 99 / 0.165
4_1_cts: 99 / 0.157
6_report: 99 / 0.153
Power and IR drop assume default switching activity.
